File: flow/config.mk
export PLATFORM = sky130hd
export DESIGN_NAME = text_context
export DESIGN_NICKNAME = text_context
export VERILOG_FILES = /design/flow/design.v
export SDC_FILE = /design/flow/constraint.sdc
export NUM_CORES = 4
export LEC_CHECK = 1
export CORE_UTILIZATION = 30
File: flow/constraint.sdc
current_design text_context

set clk_period 5.0
set clk_io_pct 0.2

create_clock -name clk0 -period $clk_period

set non_clock_inputs [all_inputs -no_clocks]
set_input_delay [expr $clk_period * $clk_io_pct] -clock clk0 $non_clock_inputs
set_output_delay [expr $clk_period * $clk_io_pct] -clock clk0 [all_outputs]
File: flow/design.v
`timescale 1ns / 1ps
module text_context #(
    parameter GPU_COLOR_BITS    = 3,
    parameter MAX_NUM_STR       = 16,
    parameter MAX_NUM_STATES    = 4,
    localparam DATA_WIDTH       = 10 + 10 + 3 + GPU_COLOR_BITS + GPU_COLOR_BITS + 1 + $clog2(MAX_NUM_STR)
) (
    output wire [9:0] start_x,
    output wire [9:0] start_y,
    output wire [2:0] scale,
    output wire [GPU_COLOR_BITS - 1:0] fg_color,
    output wire [GPU_COLOR_BITS - 1:0] bg_color,
    output wire transparent_bg,
    output wire [$clog2(MAX_NUM_STR) - 1:0] line_addr,
    input wire [(MAX_NUM_STATES * DATA_WIDTH) - 1:0] rom_data,
    input wire [$clog2(MAX_NUM_STATES) - 1:0] state
);
    reg [DATA_WIDTH - 1:0] data_line;
    integer i;
    always @(*) begin
        for (i = 0; i < MAX_NUM_STATES; i = i + 1) begin
            if (state == i)
                data_line = rom_data[DATA_WIDTH * i +: DATA_WIDTH];
        end
    end
    assign {start_x, start_y, scale, fg_color, bg_color, transparent_bg, line_addr} = data_line;
endmodule
File: flow/run.sh
#!/bin/bash
# OpenROAD 26Q1-2900-gdf79404cd8, Yosys 0.63+post, stock flow scripts
make -C /OpenROAD-flow-scripts/flow DESIGN_CONFIG=/design/flow/config.mk WORK_HOME=/design/flow/orfs finish
==> impl_metrics.tcl <==
# metrics dict for downstream scripts
set metrics [dict create \
    outcome "finished clean" \
    antenna_found_initial 0 \
    synthCells 77 \
    untimed_endpoints 34 \
    ys_cells 77 \
    startpoint "state[1]" \
    path_class "input pin to output pin" \
    io_pins 172 \
    vias_per_cell 4.42 \
    fmax_mhz 254 \
    maxSlewHeadroom_pct 59.1 \
    power.density_nw_per_um2 70.4 \
    top_layer_used "met4" \
    setup_tns_ps 0 \
    grt_max_degree 35 \
    dp_hpwl_um 4040 \
    drc 0 \
    post_cts_resized 0 \
    vias 1449 \
    unclocked_pins 34 \
    grt_first_pass_wirelength_um 7040 \
    core_um2 4380 \
    fin_area_um2 3220 \
    layout_top_cell "clkdlybuf4s50_1" \
    numSynthFlops 34 \
    met2_length_um 2540 \
    antenna_left 0 \
    place.gp.congestion 0.801 \
    dp_cells 328 \
    overflow 0 \
    antenna_cells 0 \
    holdBufCountCts 0 \
    syn_area_per_cell_um2 18.0 \
    setup_viol 0 \
    yosys_area_um2 1390 \
    dr_wl_met3_um 485 \
    finalCritPeriodShare_pct 78.8 \
    numPortBuffers 172 \
    die-area_um2 4890 \
    wirelength_um 4500 \
    finalMaxSlewViolations 0 \
    ir_drop_v 0.0000581 \
    fp.dieH_um 69.9 \
    fp_util_pct 31.6 \
    cp.arrival_ps 2940 \
    hold_violations 0 \
    track_usage_pct 19.6 \
    yosysWarningCount 1 \
    tightest_slew_ps 614 \
    crit_end "start_y[5]" \
    wirelength_met1_um 1320 \
    rsz0062_at_grt "no" \
    largest_reg_flops 34 \
    drive_gt1_share_pct 12.0 \
    ys_types 8 \
    dieWidth_um 69.9 \
    cp-end-kind "output pin" \
    start_kind "input pin" \
    finalCriticalPeriod_ps 3940 \
    power.leakage_nw 1.30 \
    rows 24 \
    worstPathRequired_ps 4000 \
    warning_count 33 \
    cp_max_fo 34 \
    cts_setup_buffers 0 \
    drt_iter0_markers 25 \
    dpl-instance-area_um2 3220 \
    mostFrequentLayoutCells "clkdlybuf4s50_1, dlxtn_1, conb_1" \
    wl_per_cell_um 13.7 \
    area_growth_pct 132 \
    grt_pass1_vias 1550 \
    synthesis.area_um2 1390 \
    max_cap_viol_count 0 \
    first_pass_iters 4 \
    final_cells 328 \
]
[worst max-delay path, stage by stage]
cell and delay, ps:
clkdlybuf4s50_1 450, buf_4 390, mux4_2 290, dlxtn_1 340, clkdlybuf4s50_1 460
[where the power goes]
group	total, W	internal (W)	switching [W]	leakage, nW
logic	0.000193	0.000157	0.0000362	1.03
registers	0.0000330	0.0000298	0.00000315	0.276
clock network	0	0	0	0
total	0.000226	0.000187	0.0000394	1.30
[cells in the mapped netlist (all sizes together)]
cell type   n  share of area (%)
buf         7                6.2
clkbuf      1               0.27
mux4       34                 56
dlxtn      34                 37
conb        1               0.27
[cell type report]
type | instances | area, um2
Fill cell | 321 | 1170
Timing Repair Buffer | 174 | 1730
Sequential cell | 34 | 510
Multi-Input combinational cell | 68 | 908
Tap cell | 52 | 65.1
[cells by family (layout without fill, tap and decap cells)]
| family | count (synthesis) | in the layout | synth area share [%] |
|---|---|---|---|
| buffers and inverters | 8 | 174 | 6.50 |
| multiplexers | 34 | 34 | 56.4 |
| other | 1 | 34 | 0.271 |
| latches | 34 | 34 | 36.9 |
[through the flow]
stage	worst slack, ps	total power, W	util, %
final	1060	0.000226	73.3
after detailed placement	1040	0.000229	73.3
after floorplan	2030	0.0000951	-
after global placement	1030	0.000227	73.3
after global routing	912	0.000243	73.3
after CTS	1040	0.000229	73.3
[routing by layer]
layer	vias up	GRT usage [%]
met5	-	0
met3	10	5.11
met1	659	21.4
met2	87	37.5
li1	693	-
met4	0	5.33
Power and IR drop assume default switching activity.
