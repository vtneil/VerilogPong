[./constraint.sdc]
current_design keyboard

set clk_period 19.7
set clk_io_pct 0.2

create_clock -name clk0 -period $clk_period [get_ports {clk}]
create_clock -name clk1 -period $clk_period [get_ports {clk_50mhz}]

set non_clock_inputs [all_inputs -no_clocks]
set_input_delay [expr $clk_period * $clk_io_pct] -clock clk0 $non_clock_inputs
set_output_delay [expr $clk_period * $clk_io_pct] -clock clk0 [all_outputs]
[./config.mk]
export PLATFORM = sky130hd
export DESIGN_NAME = keyboard
export DESIGN_NICKNAME = keyboard
export VERILOG_FILES = /design/flow/design.v
export SDC_FILE = /design/flow/constraint.sdc
export NUM_CORES = 4
export LEC_CHECK = 1
export CORE_UTILIZATION = 30
[./run.sh]
#!/bin/bash
# OpenROAD 26Q1-2900-gdf79404cd8, Yosys 0.63+post, stock flow scripts
make -C /OpenROAD-flow-scripts/flow DESIGN_CONFIG=/design/flow/config.mk WORK_HOME=/design/flow/orfs finish
[./design.v]
`timescale 1ns / 1ps
module keyboard #(
    parameter DUMMY = 0
) (
    output wire [15:0] keycode,
    output wire [255:0] key_states,
    output wire [255:0] key_press,
    output wire [255:0] key_release,
    input wire ps2_clk,
    input wire ps2_data,
    input wire clk_50mhz,
    input wire clk
);
    wire flag;
    reg [255:0] key_status;
    assign key_states = key_status;
    initial key_status <= 0;
    ps2_receiver ps2_usb_keyboard(
        .clk(clk_50mhz),
        .kclk(ps2_clk),
        .kdata(ps2_data),
        .keycode(keycode),
        .oflag(flag)
    );
    reg [15:0] keycodev = 0;
    reg cn = 0;
    always @(keycode) begin
        if (keycode[7:0] == 8'hf0) begin
            cn <= 1'b0;
        end else if (keycode[15:8] == 8'hf0) begin
            cn <= keycode != keycodev;
        end else begin
            cn <= keycode[7:0] != keycodev[7:0] || keycodev[15:8] == 8'hf0;
        end
    end
    always @(posedge clk) begin
        if (flag == 1'b1 && cn == 1'b1) begin
            if (keycode[15:8] == 8'hF0) begin
                key_status[keycode[7:0]] <= 0;
            end else begin
                key_status[keycode[7:0]] <= 1;
            end
            keycodev <= keycode;
        end
    end
    key_press_detector key_press_pulse_gen(
        .key_state(key_states),
        .clk(clk),
        .key_pressed(key_press)
    );
    key_release_detector key_release_pulse_gen(
        .key_state(key_states),
        .clk(clk),
        .key_released(key_release)
    );
endmodule
module key_press_detector #(
    parameter WIDTH = 256
) (
    input [WIDTH - 1:0] key_state,
    input clk,
    output reg [WIDTH - 1:0] key_pressed
);
    reg [WIDTH - 1:0] key_state_prev;
    initial key_state_prev = 0;
    always @(posedge clk) begin : edge_detection
        integer i;
        for (i = 0; i < WIDTH; i = i + 1) begin
            if (!key_state_prev[i] && key_state[i]) begin
                key_pressed[i] <= 1'b1;
            end else begin
                key_pressed[i] <= 1'b0;
            end
        end
        key_state_prev <= key_state;
    end
endmodule
module key_release_detector #(
    parameter WIDTH = 256
) (
    input [WIDTH - 1:0] key_state,
    input clk,
    output reg [WIDTH - 1:0] key_released
);
    reg [WIDTH - 1:0] key_state_prev;
    initial key_state_prev = 0;
    always @(posedge clk) begin : edge_detection
        integer i;
        for (i = 0; i < WIDTH; i = i + 1) begin
            if (key_state_prev[i] && !key_state[i]) begin
                key_released[i] <= 1'b1;
            end else begin
                key_released[i] <= 1'b0;
            end
        end
        key_state_prev <= key_state;
    end
endmodule
`timescale 1ns / 1ps
module ps2_receiver(
    input wire clk,
    input wire kclk,
    input wire kdata,
    output wire [15:0] keycode,
    output reg oflag
);
    wire kclkf, kdataf;
    reg [7:0] datacur = 0;
    reg [7:0] dataprev = 0;
    reg [3:0] cnt = 0;
    reg flag = 0;
    reg [15:0] keycode_r;
    assign keycode = keycode_r;
    initial keycode_r = 0;
    debouncer_kb #(
        .COUNT_MAX(19),
        .COUNT_WIDTH(5)
    ) db_clk(
        .clk(clk),
        .I(kclk),
        .O(kclkf)
    );
    debouncer_kb #(
       .COUNT_MAX(19),
       .COUNT_WIDTH(5)
    ) db_data(
        .clk(clk),
        .I(kdata),
        .O(kdataf)
    );
    always @(negedge(kclkf)) begin
        case(cnt)
            0: ;
            1: datacur[0] <= kdataf;
            2: datacur[1] <= kdataf;
            3: datacur[2] <= kdataf;
            4: datacur[3] <= kdataf;
            5: datacur[4] <= kdataf;
            6: datacur[5] <= kdataf;
            7: datacur[6] <= kdataf;
            8: datacur[7] <= kdataf;
            9: flag <= 1'b1;
            10: flag <= 1'b0;
        endcase
            if (cnt <= 9) cnt <= cnt + 1;
            else if (cnt == 10) cnt <= 0;
    end
    reg pflag;
    always @(posedge clk) begin
        if (flag == 1'b1 && pflag == 1'b0) begin
            keycode_r <= {dataprev, datacur};
            oflag <= 1'b1;
            dataprev <= datacur;
        end else
            oflag <= 'b0;
        pflag <= flag;
    end
endmodule
module debouncer_kb #(
    parameter COUNT_MAX    = 255,
    parameter COUNT_WIDTH  = 8
) (
    input clk,
    input I,
    output reg O
);
    reg [COUNT_WIDTH - 1:0] count;
    reg Iv = 0;
    always @(posedge clk)
        if (I == Iv) begin
            if (count == COUNT_MAX)
                O <= I;
            else
                count <= count + 1'b1;
        end else begin
            count <= 'b0;
            Iv <= I;
        end
endmodule
==> ci_impl_report.md <==
## Synthesis and layout report

| Metric | Value |
|---|---|
| Status | `complete, no violations` |
| Worst VDD drop | `approximately 0.074 mV` |
| Final setup violation count | `0` |
| First-pass GRT wire length | `about 120000 um` |
| Final Total Pwr | `between 4000 and 5000 uW` |
| Ys Warns | `5` |
| Bufs and invs on worst path | `1` |
| WP data required | `~16 ns` |
| FF+latch area | `~0.025 mm2` |
| Setup Fix Bufs, Post-CTS | `0` |
| Register share after synthesis | `0.806` |
| Worst-path maximum fanout | `4` |
| DRT met1 WL | `33800 um` |
| DP Wirelength | `between 60000 and 70000 um` |
| TritonCTS clock tree | `yes` |
| Via density | `approximately 4.1` |
| Routed length on met2 | `43500 um` |
| Synth flops | `~1100` |
| Slowest CP cell | `edfxtp_1` |
| Die x size | `around 320 um` |
| Gr ovfl total | `0` |
| Slew margin rel. | `0.452` |
| Routed Antenna Nets | `0` |
| Arrival @ worst endpoint | `approximately 1.8 ns` |
| Max Clock Skew | `about 0.018 ns` |
| Fraction of layout cells with a size suffix above 1 | `0.0677` |
| Worst hold start | `ps2_usb_keyboard.keycode_r[8]` |
| Crit Path Category | `reg2out` |
| Global-route total usage across every layer | `0.177` |
| Dominant comb cell | `simple AND/OR/NAND/NOR gates` |
| Largest stage delay on the critical path | `0.58 ns` |
| Post-Syn Instances | `roughly 2100` |
| Top Layout Cells | `clkdlybuf4s50_1 (786), dfxtp_1 (780), nor2b_1 (520), edfxtp_1 (305), nor3_1 (152)` |
| Die ar. | `a little over 0.1 mm2` |
| Vias | `18100` |
| P&R area growth vs syn | `43.4%` |
| Max-cap violations | `0` |
| Type of the most critical hold path | `reg2reg` |
| Highest routed metal layer | `met4` |
| Setup crit start kind | `flop` |
| Dominant Register Cell | `dfxtp_1` |
| Min Hold Slack | `0.161 ns` |
| WL per Instance | `roughly 20 um` |
| Most instantiated logic cell after routing | `clkdlybuf4s50_1` |
| Synth mux share | `0.00167` |
| Cell Type Count | `around 50` |
| Number of unconstrained endpoints | `35` |
| Asr flop ratio synth | `0` |
| XOR Share, Synth | `0.00769` |
| Tool warning count | `37` |
| Die Ht | `about 320 um` |
| Core area | `around 0.10 mm2` |
| Final Max-Slew Violation Tally | `0` |
| Lkg Pwr | `0.0170 uW` |
| Worst Setup End Kind | `primary output` |
| RSZ-0062 raised after global routing | `no` |
| Drt drc | `0` |
| Synth Cell Area | `0.0307 mm2` |
| Fin. Hold Viols | `0` |
| Logic area | `0.00581 mm2` |
| Largest net degree at the start of global routing | `about 130` |
| Antenna violations before repair | `2` |
| Crit-path cells | `clkdlybuf4s50_1` |
| Number of enable flip-flop cells | `slightly above 300` |
| Register pins left without a clock | `13` |
| Num ports | `between 700 and 800` |
| Setup_tns | `0 ns` |
| Top cell family by delay on the critical path | `flip-flops` |
| YS chip area | `just over 0.03 mm2` |
| Final RePlAce weighted congestion | `around 0.81` |
| Port-buffer cells | `786` |
| Cts hold-fix bufs | `0` |
| Iteration-0 DRC Markers | `approximately 680` |
| Post-Synth Adder-Cell Area | `0.00448` |
| Final wirelength | `around 90000 um` |
| Avg Inst Size Synth | `~14 um2` |
| Routed met3 length | `approximately 10000 um` |
| Fill cells | `about 9100` |
| Pwr dens | `97.9 mW/mm2` |
| Reg2reg start | `ps2_usb_keyboard.keycode_r[9]` |
| Yosys simple share | `0.166` |
| Slew @ Worst Pin | `0.820 ns` |
| Cells in synth_stat.txt | `around 2100` |
| Row cnt | `117` |
| Router iterations before antenna repair | `4` |
| Ao+oa area frac | `0.00712` |
| FP Util | `0.302` |
| Worst-path clk slew | `approximately 0.060 ns` |
| Vias in the first global route | `between 15000 and 20000` |
| CTS resizes | `0` |
## metrics by stage
| stage | std cells | worst slack [ns] | cell area [um2] | util |
|---|---|---|---|---|
| 6_report | 4470 | 13.97 | 44100 | 0.433 |
| 2_1_floorplan | 2125 | 13.67 | 30700 | - |
| 3_5_place_dp | 4261 | 14.43 | 40400 | 0.397 |
| 4_1_cts | 4468 | 13.82 | 44100 | 0.433 |
| 3_3_place_gp | 4261 | 14.42 | 40400 | 0.397 |
| 5_1_grt | 4468 | 13.78 | 44100 | 0.433 |
## layout make-up
class,count,share of cell area
Timing Repair Buffer,814,0.184
Antenna cell,2,0.000114
Clock inverter,38,0.00888
Sequential cell,1085,0.562
Clock buffer,169,0.0741
Inverter,9,0.000766
Tap cell,1368,0.0388
Multi-Input combinational cell,985,0.132
## routing by layer
layer	global-route usage	up-vias
li1	-	8827
met1	0.219	8505
met2	0.287	684
met3	0.0828	116
met4	0.0384	0
met5	0	-
## synthesized netlist by cell type, types with 2 or more instances
cell type	instances	share of area
buf_1	2	0.00024
a32o_1	2	0.00065
xor2_1	16	0.0046
nand3_1	8	0.0013
and4_1	2	0.00057
and3b_1	2	0.00057
and2_1	14	0.0028
xnor2_1	11	0.0031
o21a_1	2	0.00049
ha_1	11	0.0045
nor2_1	133	0.016
dfxtp_1	780	0.51
clkbuf_1	34	0.0042
a21oi_1	6	0.00098
nor3_1	153	0.025
or3_1	2	0.00041
nand4_1	3	0.00061
nor2b_1	520	0.11
mux2i_1	4	0.0013
o21ai_1	2	0.00033
nand2b_1	8	0.0016
o21ai_0	5	0.00081
nor4_1	5	0.0010
inv_1	9	0.0011
nand2_1	41	0.0050
buf_2	10	0.0016
o211ai_1	5	0.0012
edfxtp_1	305	0.30
nand3b_1	7	0.0017
or2_2	3	0.00061
## final timing paths
kind                                            end  slack (ns)  cells after the start
max reg2reg                                    flop       16.35                      6
min                                     keycodev[8]        0.16                      0
max                                 key_states[223]       13.97                      1
min in group clk1  ps2_usb_keyboard.db_clk.count[4]        0.50                      2
max in group clk1        ps2_usb_keyboard.db_data.O       14.66                      3
min reg2reg                             keycodev[8]        0.16                      0
## kinds of logic after synthesis
group	after synthesis
buf+inv	55
mux	5
xor+xnor	27
simple gates	910
compound gates	32
flops	1085
fa+ha+maj	11
## power by group
group	switching, uW	leakage, uW	total, uW	internal, uW
Sequential	3.23	0.00976	2260	2250
Clock	859	0.00179	2050	1190
Combinational	4.56	0.00546	9.03	4.47
Total	866	0.0170	4320	3450
Power is estimated from default activity; no workload was simulated.
