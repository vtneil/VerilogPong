**design/flow/config.mk**
```make
export PLATFORM = sky130hd
export DESIGN_NAME = stack
export DESIGN_NICKNAME = stack
export VERILOG_FILES = /design/flow/design.v
export SDC_FILE = /design/flow/constraint.sdc
export NUM_CORES = 4
export LEC_CHECK = 1
export CORE_UTILIZATION = 40
```
**design/flow/design.v**
```verilog
`timescale 1ns / 1ps
module ram_block #(
    parameter RAM_WIDTH = 8,
    parameter RAM_ADDR_BITS = 8
) (
    output wire [RAM_WIDTH - 1:0] data_out,
    input wire [RAM_WIDTH - 1:0] data_in,
    input wire [RAM_ADDR_BITS - 1:0] wa,
    input wire [RAM_ADDR_BITS - 1:0] ra,
    input wire clk,
    input wire we
);
    localparam RAM_SIZE = 2 ** RAM_ADDR_BITS;
    reg [RAM_WIDTH - 1:0] memory_block [RAM_SIZE - 1:0];
    always @(posedge clk) begin
        if (we) memory_block[wa] <= data_in;
    end
    assign data_out = memory_block[ra];
endmodule
`timescale 1ns / 1ps
module stack #(
    parameter DATA_WIDTH = 8,
    parameter ADDR_BITS = 8
) (
    output reg [DATA_WIDTH - 1:0] data_out,
    output reg overflow,
    output reg underflow,
    output wire [ADDR_BITS - 1:0] sp_out,
    input wire [DATA_WIDTH - 1:0] data_in,
    input wire push,
    input wire pop,
    input wire rst,
    input wire clk
);
    localparam ADDR_SIZE = 2 ** ADDR_BITS;
    wire [DATA_WIDTH - 1:0] ram_data_out;
    reg [ADDR_BITS - 1:0] sp;
    reg [ADDR_BITS - 1:0] fp;
    assign sp_out = sp;
    reg ovr;
    ram_block #(
        .RAM_WIDTH(DATA_WIDTH),
        .RAM_ADDR_BITS(ADDR_BITS)
    ) ram(ram_data_out, ovr ? 0 : data_in, sp, fp, clk, ovr | (push & ~overflow));
    always @(posedge clk or posedge rst) begin
        if (rst) begin
            sp <= 0;
            overflow <= 1'b0;
            underflow <= 1'b0;
        end else begin
            if (push & ~overflow) begin
                if (sp == ADDR_SIZE - 1) overflow <= 1'b1;
                else begin
                    fp <= sp;
                    sp <= sp + 1;
                    underflow <= 1'b0;
                    overflow <= 1'b0;
                end
            end else if (pop & ~underflow) begin
                if (sp == 0) underflow <= 1'b1;
                else begin
                    if (sp > 1) begin
                        fp <= sp - 2;
                    end else begin
                        fp <= sp - 1;
                        ovr <= 1'b1;
                    end
                    sp <= sp - 1;
                    underflow <= 1'b0;
                    overflow <= 1'b0;
                end
            end else begin
                ovr <= 1'b0;  
            end
            data_out <= ram_data_out;
        end
    end
endmodule
```
**design/flow/constraint.sdc**
```tcl
current_design stack

set clk_period 54.8
set clk_io_pct 0.2

create_clock -name clk0 -period $clk_period [get_ports {clk}]

set non_clock_inputs [all_inputs -no_clocks]
set_input_delay [expr $clk_period * $clk_io_pct] -clock clk0 $non_clock_inputs
set_output_delay [expr $clk_period * $clk_io_pct] -clock clk0 [all_outputs]
```
**design/flow/run.sh**
```bash
#!/bin/bash
# OpenROAD 26Q1-2900-gdf79404cd8, Yosys 0.63+post, stock flow scripts
make -C /OpenROAD-flow-scripts/flow DESIGN_CONFIG=/design/flow/config.mk WORK_HOME=/design/flow/orfs finish
```
==> Flow_metrics.wiki <==
=== Synthesis and place and route ===
{| class="wikitable"
! Metric !! Value
|-
| Most common logic cell in the routed design || sky130_fd_sc_hd__edfxtp_1
|-
| Number of warnings printed during yosys synthesis || 3
|-
| Die width || 451 um
|-
| Max Transition Viols Final || 0
|-
| HPWL after DPL || 122,000 um
|-
| Critical path data required time || 55.31 ns
|-
| Yosys stat area || around 0.081 mm2
|-
| Flip-flops with a built-in enable || 2,065
|-
| Internal power || 2820 uW
|-
| Total iterations of the first detailed-routing run || 5
|-
| Synth Area per Inst || 20.8 um2
|-
| Initial antenna violation count || 7
|-
| Wire length after detailed routing || 200,000 um
|-
| Number of logged tool warnings || roughly 44
|-
| Clock tree from TritonCTS || built
|-
| Total number of vias || 38,800
|-
| Drt first-iter violations || 2,902
|-
| Top cell type's share of synthesized area || 77.0%
|-
| Arrival @ worst endpoint || 14.44 ns
|-
| Power per cell area || 43.0 mW/mm2
|-
| Sw power || 1080 uW
|-
| Clock buffer count from CTS || ~200
|-
| Clock sink count || 2,075
|-
| Latency at later pin || between 0.8 and 0.9 ns
|-
| Gate count after technology mapping || 3,868
|-
| Count of port buffers added during placement || 29
|-
| Ratio of cells with drive above 1 in the final layout || between 20 and 25%
|-
| Seq share, synth || 77.3%
|-
| Hold violation total from the final report || 0
|-
| Endpoints failing setup || 0
|-
| Async S/R FF share, synth || 0.482%
|-
| Total of cells resized after clock tree synthesis || 0
|-
| Pin count of the biggest net entering global routing || 112
|-
| Standard-cell rows || between 150 and 200
|-
| Core footprint || 0.200 mm2
|-
| Peak Freq || slightly above 0.07 GHz
|-
| Largest area contributor in the synthesized netlist || sky130_fd_sc_hd__edfxtp_1
|-
| Setup repair after global routing missed its margin || false
|-
| Vias in the first global route || 42,800
|-
| Type of the setup path with the least slack || input pin to flip-flop
|-
| Clock period minus worst slack || 13.93 ns
|-
| Count of distinct cell types in the synthesized netlist || 58
|-
| Reg power frac || 46.4%
|-
| Element type at the critical path start || input pin
|-
| Synth area leaders || sky130_fd_sc_hd__edfxtp_1 77%, sky130_fd_sc_hd__mux4_2 13%, sky130_fd_sc_hd__a22oi_1 1.8%
|-
| Pre-CTS setup slack || 39.98 ns
|-
| Clock network fraction of total power || 34.8%
|-
| Clock Pin Slew Worst Setup and Hold Paths || around 0.060 ns
|-
| Reported max-cap violation count || 0
|-
| Switching share of power || 27.6%
|-
| VDD IR max || 0.0000307 V
|-
| Outcome || completed
|-
| Gpl congestion || about 0.93
|-
| Floorplan core density || 40.3%
|-
| Setup Buffers After CTS || 0
|-
| Post-route clock skew || 0.0414 ns
|-
| Maximum fanout along the worst path || 57
|-
| Wire length of the first global-routing pass || between 200,000 and 300,000 um
|-
| Drc violations || 0
|-
| Cell total in the yosys stat output || 3,868
|-
| Cts-stage hold buffer count || 0
|-
| Most used DFF post-synth || sky130_fd_sc_hd__edfxtp_1
|-
| Comb pwr share || 18.8%
|-
| All-Layer GR Usage || 22.0%
|-
| Synthesized registers || 2,075
|-
| Top cells excl fill/tap || 2,065 x sky130_fd_sc_hd__edfxtp_1, 448 x sky130_fd_sc_hd__mux4_2, 319 x sky130_fd_sc_hd__nor2_1
|-
| Least-Margin Pin Slew || around 0.98 ns
|-
| Element type at the critical path end || flip-flop
|-
| Total die size || just over 0.2 mm2
|-
| Worst path setup slack after routing || just over 40 ns
|-
| Period Utilization, post-route || between 20% and 30%
|-
| CTS H-tree lvls || 4
|-
| Routed via count divided by cell count || 5.69
|-
| Netlist area before placement || 0.0805 mm2
|-
| Area overhead of the layout relative to synthesis || 12.3%
|-
| Setup TNS || 0 ns
|-
| Post-detailed-route count of antenna-violating nets || 0
|-
| Clk Tree Root Cell || sky130_fd_sc_hd__clkbuf_16
|-
| Worst rel slew slack || 34.1%
|-
| Worst min-delay path category || flip-flop to flip-flop
|-
| Deepest clock path buffer count || 3
|-
| Die height || 451 um
|-
| Detail-routed net length per standard cell || 29.4 um
|-
| GR Overflow Total || 0
|-
| Total I/O pin count || 30
|-
| Leakage || 0.0280 uW
|}
## synth_stat cells, types with 27 or more instances
| master | number |
|---|---|
| sky130_fd_sc_hd__edfxtp_1 | 2065 |
| sky130_fd_sc_hd__mux4_2 | 448 |
| sky130_fd_sc_hd__o221ai_1 | 32 |
| sky130_fd_sc_hd__a21oi_1 | 119 |
| sky130_fd_sc_hd__nand2_1 | 48 |
| sky130_fd_sc_hd__nor2_1 | 321 |
| sky130_fd_sc_hd__a22oi_1 | 189 |
| sky130_fd_sc_hd__buf_6 | 27 |
| sky130_fd_sc_hd__nand3_1 | 31 |
| sky130_fd_sc_hd__mux2i_1 | 115 |
| sky130_fd_sc_hd__clkbuf_1 | 101 |
| sky130_fd_sc_hd__nor4_1 | 33 |
| sky130_fd_sc_hd__buf_2 | 73 |
## critical path: stages
cell and delay, ns:
sky130_fd_sc_hd__clkdlybuf4s50_1 0.46, sky130_fd_sc_hd__nor2b_4 0.43, sky130_fd_sc_hd__buf_4 0.55, sky130_fd_sc_hd__buf_4 0.62, sky130_fd_sc_hd__buf_4 0.68, sky130_fd_sc_hd__buf_4 0.60
## metal layers
layer,up-vias,share of wire (%),track usage (%)
li1,16400,-,-
met2,2479,47,31.8
met4,14,3.1,5.31
met1,19600,33,27.0
met5,-,0.20,1.56
met3,327,16,16.5
## cell families (layout without fill, tap and decap cells)
| kind of cell | after synthesis | in the layout | synth area share (%) |
|---|---|---|---|
| AND/OR/NAND/NOR | 509 | 509 | 2.79 |
| flip-flops | 2075 | 2075 | 77.3 |
| buffers and inverters | 250 | 533 | 1.79 |
| adder cells (fa/ha/maj) | 8 | 8 | 0.124 |
| multiplexers | 570 | 570 | 14.1 |
| XOR/XNOR | 12 | 12 | 0.131 |
| other | 0 | 5 | 0 |
| AND-OR/OR-AND | 444 | 444 | 3.77 |
## path summary, 6_finish.rpt
path                            start                        to  slack (ns)  cells past startpoint
max                        data_in[7]  ram.memory_block[174][7]       40.87                      6
min                         underflow                 underflow        0.53                      1
max reg2reg                     fp[0]               data_out[1]       49.51                     10
min reg2reg                 underflow                 underflow        0.53                      1
max in group asynchronous         rst                     sp[1]       43.88                      3
min in group asynchronous         rst                 underflow       10.41                      2
## power by group through the flow
stage	registers (uW)	logic, uW	clock network, uW
CTS	1810	737	1380
global route	1810	780	1440
finish	1810	733	1350
## flip-flops by register name, summed over array words and instances, names as in the netlist
register	flops
data_out	8
ovr	1
ram.memory_block	2048
underflow	1
sp	8
overflow	1
fp	8
## per-stage QoR
stage	utilization [%]	instance area (um2)	total power (uW)	cells	hold WS, ns
2_1_floorplan	-	80500	2290	3868	0.464
5_1_grt	45.2	90400	4020	6809	0.564
3_3_place_gp	42.0	84000	2570	6443	0.508
3_5_place_dp	42.0	84000	2570	6443	0.519
4_1_cts	45.2	90400	3920	6807	0.533
6_report	45.2	90400	3890	6812	0.529
## final cells by class
class	count	area (um2)
Antenna cell	5	12.5
Clock buffer	235	5160
Clock inverter	129	1280
Fill cell	16400	109000
Inverter	6	22.5
Multi-Input combinational cell	1543	17000
Sequential cell	2075	62300
Tap cell	2656	3320
Timing Repair Buffer	163	1400
No activity file was given, so power comes from the tool's default toggle rates.
